===== design/flow/run.sh =====
#!/bin/bash
# OpenROAD 26Q1-2900-gdf79404cd8, Yosys 0.63+post, stock flow scripts
make -C /OpenROAD-flow-scripts/flow DESIGN_CONFIG=/design/flow/config.mk WORK_HOME=/design/flow/orfs finish

===== design/flow/design.v =====
module chip (
	     input 	   clk,
	     output [18:0] ADR,
	     output [15:0] DAT,
	     output 	   RAMOE,
	     output 	   RAMWE,
	     output 	   RAMCS,
	     output [55:0] PMOD,
	     input [1:0]   BUT,
	     input [3:0]   DIP
	     );
   assign ADR[18:0] = {19{1'b0}};
   assign DAT[15:0] = {16{1'b0}};
   assign RAMOE = 1'b1;
   assign RAMWE = 1'b1;
   assign RAMCS = 1'b1;
   assign PMOD[49:0] = {50{1'b0}};
   wire 		   OUT;
   wire 		   enter_ed;
   wire 		   next_ed;
   reg [9:0] 		   clock_divider_counter;
   reg 			   uart_clock;
   always @(posedge clk) begin
      if (clock_divider_counter == 434)
   	clock_divider_counter <= 0;
      else
   	clock_divider_counter <= clock_divider_counter + 1;
   end
   always @(posedge clk) begin
      if (clock_divider_counter == 434)
 	uart_clock <= ~uart_clock;
   end
   uart my_uart (
		 .clk   (uart_clock),
		 .led (PMOD[55:52]),
		 .next_ed (next_ed),
		 .button (BUT[1]),
		 .UART_TX (PMOD[50]),
		 .UART_GND (PMOD[51])  
		 );
   edge_detect next_edge_detect (
				 .clk   (uart_clock),
				 .IN (BUT[0]),
				 .OUT (next_ed)
				 );
endmodule
module edge_detect(
  input  clk,
  input IN,  
  output OUT  
  );
  reg a, b;
  wire reset;
  wire enter;
  assign enter = ~IN;
  assign OUT = a & !b;
  always @(posedge clk) begin
    if (reset) begin
       a <= 0;
       b <= 0;
    end
    else begin
      a <= enter;
      b <= a;
    end
  end
endmodule
module uart(  input        clk,
              input 	   next_ed,
              input 	   button,
              output [3:0] led,         
              output reg   UART_TX,     
              output 	   UART_GND);   
   reg [3:0] 		   transmit_state;
   reg [7:0] 		   transmit_data;
   reg 			   key1_reg;
   reg [4:0] 		   word_state;
   reg [3:0] 		   led_value;
   integer 		   i;
   integer 		   len;  
   reg [120:0] 		   transmit_string;  
   wire 		   reset;
   assign reset = ~button;
   assign UART_GND = 0;
   assign led = led_value;
   always @(posedge clk or posedge reset) begin
      if (reset) begin
 	 transmit_state <= 0;
	 word_state <= 1;
	 led_value <= 1;
 	 UART_TX <= 1;
 	 transmit_data <= 8'h30;
      end
      else begin
 	 case (transmit_state)
 	   0:
 	     begin
		transmit_string = "Hello, World!";
		len = 13;
		led_value <= 1;
		if (next_ed == 1) begin
		   transmit_state <= 1;
		end
 	     end
 	   1:
 	     begin
		UART_TX <= 0;
		transmit_state <= 2;
		led_value <= 2;
	     end
 	   2,3,4,5,6,7,8,9:
 	     begin
		led_value <= 4;
		UART_TX <= transmit_data[transmit_state - 2];
		transmit_state <= transmit_state + 1;
 	     end
 	   10:
 	     begin
		led_value <= 15;
		UART_TX <= 1;
		transmit_state <= 0;  
		if (word_state == 0) begin
		   transmit_state <= 0;
		   word_state <= len + 2;
 		end
		if (word_state == 1) begin
		   word_state <= len + 2;
		   transmit_state <= 0;
		   transmit_data <= 8'hD;  
		end
		else begin
		   transmit_state <= 1;
		   if (word_state == 1) begin
		      transmit_data <= 8'hA;  
		   end
		   else begin
		      i <= word_state - 3;
		      transmit_data[0] <= transmit_string[i*8];
		      transmit_data[1] <= transmit_string[i*8+1];
		      transmit_data[2] <= transmit_string[i*8+2];
		      transmit_data[3] <= transmit_string[i*8+3];
		      transmit_data[4] <= transmit_string[i*8+4];
		      transmit_data[5] <= transmit_string[i*8+5];
		      transmit_data[6] <= transmit_string[i*8+6];
		      transmit_data[7] <= transmit_string[i*8+7];
		   end
		   word_state <= word_state - 1;
		end
             end
 	   default:
 	     transmit_state <= 0;
 	 endcase
      end
   end
endmodule

===== design/flow/config.mk =====
export PLATFORM = sky130hd
export DESIGN_NAME = chip
export DESIGN_NICKNAME = chip
export VERILOG_FILES = /design/flow/design.v
export SDC_FILE = /design/flow/constraint.sdc
export NUM_CORES = 4
export LEC_CHECK = 1
export CORE_UTILIZATION = 40

===== design/flow/constraint.sdc =====
current_design chip

set clk_period 3.3
set clk_io_pct 0.2

create_clock -name clk0 -period $clk_period [get_ports {clk}]

set non_clock_inputs [all_inputs -no_clocks]
set_input_delay [expr $clk_period * $clk_io_pct] -clock clk0 $non_clock_inputs
set_output_delay [expr $clk_period * $clk_io_pct] -clock clk0 [all_outputs]

==> GITHUB_STEP_SUMMARY <==
### Metrics collected by this job

| Metric | Value |
|---|---|
| Outcome | finished clean |
| Via-to-Cell Ratio | between 4 and 5 |
| Insertion delay at the late pin of the worst-skew pair | between 0.2 and 0.25 ns |
| Pre-Repair DR Iteration Count | 4 |
| Leakage | 0.00119 uW |
| I/O Pins | 101 |
| Max-cap violations | 0 |
| CP arrival | between 1 and 1.5 ns |
| PortBufs | 6 |
| Synth Warn # | 4 |
| DPL Wire Length | roughly 2800 um |
| CTS Hold Bufs | 0 |
| DRC | 0 |
| Register area | ~940 um^2 |
| Root buf cell | clkbuf_8 |
| CTS H-tree lvls | 1 |
| Clock transition at path regs | 0.05 ns |
| Largest net degree at the start of global routing | 29 |
| Pwr Total | around 270 uW |
| TritonCTS clock tree | yes |
| Cells after Synth | around 300 |
| Post-CTS Resized | 0 |
| Layout cells sized above 1 | under 10% |
| Post-Syn Area | roughly 0.0028 mm^2 |
| Max-slew headroom | about half |
| Post CTS Setup Buffer Count | 0 |
| Initial antenna violation count | 0 |
| Die Wd | ~86 um |
| Number of distinct library cells after synthesis | ~57 |
| Peak supply drop | roughly 0.13 mV |
| Area growth syn-to-layout | -6.11% |
| FP Rows | 30 |
| 1st-iter DRT viols | 36 |
| Post-layout min period | 1.44 ns |
| CTS buffer count | 3 |
| Yosys top cell by area | buf_4 |
| Register pins left without a clock | 27 |
| Register area share after synthesis | between 30% and 40% |
| OpenROAD warning count | 37 |
| P per Cell Area | 104 mW/mm^2 |
| Floorplan utilization | roughly two fifths |
| Crit path max fanout | 8 |
| Synth area leaders | buf_4 (25%), dfrtp_1 (14%), edfxtp_1 (7.5%), dfxtp_1 (7.1%), ha_1 (4.9%) |
| First-pass GRT wire length | between 5000 and 6000 um |
| Cells in synth_stat.txt | between 300 and 400 |
| RD Place Congestion | approximately 0.81 |
| Clock Skew | roughly 0.0031 ns |
| Layout fillers | 670 |
| Min-Delay Path Class | register to register |
| Post-synth EDFFs | 7 |
| Least-Margin Pin Slew | approximately 0.77 ns |
| Number of global-route vias before repair | roughly 1300 |
| Tcrit/Tclk final | 43.7% |
| Detailed-route via count | between 1500 and 2000 |
| Chip height | ~86 um |
| Yosys reg bits | 38 |
| Endpoints left unconstrained | 38 |
| Mean Syn Cell Area | about 9.3 um^2 |
| Synth top cell by count | buf_4 |
| Max Slew Vio Count | 0 |
| Most instantiated cells after synthesis | buf_4 (94), nand2_1 (21), nor2_1 (18) |
| GRT overflow | 0 |
| RSZ-0062 raised after global routing | no |
| Ys async rst share | between 50% and 60% |
| Synthesis area per yosys | between 0.002 and 0.003 mm^2 |
| Logic area | about 0.0014 mm^2 |
| Ant diodes | 0 |
| Total track usage | roughly a tenth |
| Top area contributor share | around a quarter |
| CTS max path bufs | 2 |
| Core region area | 0.00679 mm^2 |
| Crit. End Element | register |
| Final wirelength | around 3600 um |
| Endpoints failing hold | 0 |
| Die Size | roughly 0.0074 mm^2 |
| Nature of the critical path startpoint | register |
| Dominant Register Cell | dfrtp_1 |
| Final Setup Violations | 0 |
| WL/cell | roughly 9.2 um |
| Peak Freq | between 0.6 and 0.7 GHz |
| Worst Path Required | ~3.2 ns |
| TNS Setup | 0 ns |
| Path type of the worst setup path | register to register |
| Final antenna-violating net count | 0 |
## worst paths after layout
check | from | cells past startpoint | end | slack (ns)
worst max-delay path | clock_divider_counter[0] | 4 | uart_clock | 1.86
worst min-delay path | clock_divider_counter[0] | 1 | clock_divider_counter[0] | 0.47
worst max register to register | clock_divider_counter[0] | 4 | uart_clock | 1.86
worst min register to register | clock_divider_counter[0] | 1 | clock_divider_counter[0] | 0.47
## state kept, by name, summed over array words and instances (netlist names)
signal                  count
clock_divider_counter      10
my_uart.UART_TX             1
my_uart.i                   6
my_uart.led_value           4
my_uart.transmit_data       7
my_uart.transmit_state      4
my_uart.word_state          5
uart_clock                  1
## critical path, cell delays in order, from the launching register on
cell	delay (ns)
dfxtp_1	0.34
inv_1	0.07
ha_1	0.14
nand4bb_1	0.15
nor4_4	0.39
## metal layers
metal / up-vias / global-route usage, % / part of all wire (%)
met1: 745 / 15.5 / 48
met5: - / 0 / 0
met2: 57 / 15.7 / 46
li1: 837 / - / -
met4: 0 / 0.758 / 0
met3: 0 / 1.17 / 5.3
## layout by cell type, fill, tap and decap left out, types with 3 or more instances in the layout
| master | synthesis | routed |
|---|---|---|
| o21ai_1 | 6 | 6 |
| clkdlybuf4s50_1 | 0 | 6 |
| dfxtp_1 | 10 | 10 |
| conb_1 | 2 | 89 |
| nor2b_1 | 3 | 3 |
| nand2_1 | 21 | 21 |
| clkbuf_8 | 0 | 3 |
| nand4_1 | 3 | 3 |
| dfstp_2 | 5 | 5 |
| a21oi_1 | 15 | 15 |
| edfxtp_1 | 7 | 7 |
| nor3b_1 | 3 | 3 |
| xnor2_1 | 5 | 5 |
| inv_1 | 11 | 11 |
| nand3_1 | 3 | 3 |
| ha_1 | 11 | 11 |
| nor2_1 | 18 | 18 |
| dfrtp_1 | 16 | 16 |
| o21ai_0 | 5 | 5 |
| nor3_1 | 7 | 7 |
| xor2_1 | 7 | 7 |
## through the flow
stage	area [um^2]	std cells	hold slack, ns	util (%)	setup slack, ns
3_5_place_dp	2590	394	0.462	38.1	1.87
2_1_floorplan	3130	390	0.437	-	2.02
4_1_cts	2640	398	0.474	38.8	1.85
3_3_place_gp	2590	394	0.455	38.1	1.88
6_report	2640	398	0.470	38.8	1.86
5_1_grt	2640	398	0.522	38.8	1.77
## power breakdown
part	internal, uW	switching, uW	total, uW	leakage [uW]
Sequential	135	0	135	0.000406
Clock	84.3	44.9	129	0.0000228
Combinational	1.83	7.28	9.11	0.000762
Total	221	52.2	274	0.00119
## logic make-up (layout without fill, tap and decap cells)
group                      after synthesis  count (layout)  share of synthesized area (%)
xor gates and xnor gates                12              12                           3.74
muxes                                    5               5                           2.10
AOI/OAI and AO/OA                       51              51                           13.0
and+or+nand+nor                         74              74                           14.9
adders and majority gates               11              11                           4.90
DFF                                     38              38                           33.6
buffers and inverters                  110              22                           27.5
other                                    2              89                          0.268
## area by class of cell
class / instances / share of cell area (%)
Multi-Input combinational cell: 242 / 53.8
Sequential cell: 38 / 35.8
Tap cell: 96 / 4.56
Timing Repair Buffer: 7 / 2.56
Clock buffer: 4 / 1.71
Inverter: 11 / 1.57
Power and IR drop assume default switching activity.
